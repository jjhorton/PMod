`design/flow/run.sh`:
```
#!/bin/bash
# OpenROAD 26Q1-2900-gdf79404cd8, Yosys 0.63+post, stock flow scripts
make -C /OpenROAD-flow-scripts/flow DESIGN_CONFIG=/design/flow/config.mk WORK_HOME=/design/flow/orfs finish
```
`design/flow/config.mk`:
```
export PLATFORM = sky130hd
export DESIGN_NAME = top
export DESIGN_NICKNAME = top
export VERILOG_FILES = /design/flow/design.v
export SDC_FILE = /design/flow/constraint.sdc
export NUM_CORES = 4
export LEC_CHECK = 1
export CORE_UTILIZATION = 40
```
`design/flow/constraint.sdc`:
```
current_design top

set clk_period 6.1
set clk_io_pct 0.2

create_clock -name clk0 -period $clk_period [get_ports {CLK}]

set non_clock_inputs [all_inputs -no_clocks]
set_input_delay [expr $clk_period * $clk_io_pct] -clock clk0 $non_clock_inputs
set_output_delay [expr $clk_period * $clk_io_pct] -clock clk0 [all_outputs]
```
`design/flow/design.v`:
```
module top (CLK, RX, o_PMOD1A, o_PMOD1B, o_PMOD2);
    input   wire    CLK;
	input 	wire 	RX;
	output 	wire 	[7:0]	o_PMOD1A;
	output 	wire 	[7:0]	o_PMOD1B;
    output 	wire 	[7:0]	o_PMOD2;
    reg [7:0] tx_value [0:15];
	reg [7:0] pmod1a;
	reg [7:0] pmod1b;
    reg valid;
    reg [7:0] value;
    reg busy;
    reg [3:0] byte_count;
    reg [31:0] pause_counter;
    reg [1:0] system_state = 2'b00;
    reg [7:0] pos;
    initial begin 
        tx_value[0][7:0]  = 8'b00000110;
        tx_value[1][7:0]  = 8'b01011011;
        tx_value[2][7:0]  = 8'b01001111;
        tx_value[3][7:0]  = 8'b11100110;
        tx_value[4][7:0]  = 8'b01101101;
        tx_value[5][7:0]  = 8'b01111101;
        tx_value[6][7:0]  = 8'b00000111;
        tx_value[7][7:0]  = 8'b01111111;
        tx_value[8][7:0]  = 8'b11111111;
        tx_value[9][7:0]  = 8'b10000001;
        tx_value[10][7:0] = 8'b11111011;
        tx_value[11][7:0] = 8'b11111011;
        tx_value[12][7:0] = 8'b11111011;
        tx_value[13][7:0] = 8'b11111011;
        tx_value[14][7:0] = 8'b11000111;
        tx_value[15][7:0] = 8'b11111111;
    end
    parameter 	clk_in_rate_hz = 12_000_000;
    reg [31:0] clk_counter=7900;
    reg pps;
    always @(posedge CLK) begin
        if (clk_counter < clk_in_rate_hz)
            begin
                clk_counter <= clk_counter + 1;
                pps <= 0;
            end
        else
            begin
                clk_counter <= 0;
                pps <= 1;
            end
    end
    parameter 	IDLE 	    = 0;
	parameter 	INITDISPLAY	= 1;
    parameter 	PAUSE	    = 2;
    parameter 	SETDISPLAY	= 3;
    always @(posedge CLK) begin
		case(system_state)
			IDLE:
            begin
                if(pps == 1)
                    system_state <= INITDISPLAY;
                valid <= 0;
            end
            INITDISPLAY:
            begin
                if((busy == 0) & (valid == 0))
                begin
                    value <= 8'b10001001;
                    valid <= 1;
                    system_state <= PAUSE;
                    byte_count <= 0;
                    pos <= 8'b11111111;
                end
                else
                    valid <= 0;
                pause_counter <= 0;
            end
            PAUSE:
            begin 
                valid <= 0;
                pause_counter <= pause_counter + 1;
                if(pause_counter < (clk_in_rate_hz/1000) )
                    system_state <= PAUSE;
                else
                    system_state <= SETDISPLAY;
            end
            SETDISPLAY:
            begin 
                if((busy == 0) & (valid == 0))
                begin
                    pos[7:4] <= 4'b1100;
                    pos[3:0] <= byte_count;
                    value <= tx_value[byte_count];
                    valid <= 1;
                    if(byte_count<15)
                    begin
                        system_state <= SETDISPLAY;
                        byte_count <= byte_count + 1;
                    end
                    else
                        system_state <= IDLE;
                end
                else
                    valid <= 0;
            end
            default:
                system_state <= IDLE;
        endcase
    end
    writepixels writepixels(CLK ,valid, pos, value, pmod1a[6], pmod1a[7], busy);
    assign pmod1a[5:0] = 0;
	assign o_PMOD1A = pmod1a;
	assign o_PMOD1B = pmod1a;
    assign o_PMOD2 =  pmod1a;
endmodule
module writepixels(clk, valid, pos, value, 
    d_clk, d_out, busy);
    input 	wire 	clk;
	input 	wire 	valid;
    input   wire    [7:0]   pos;
	input 	wire    [7:0]	value;
    output  wire    d_clk;
    output  wire    d_out;
    output  wire    busy;
	parameter 	IDLE 	= 0;
	parameter 	START_1	= 1;
    parameter 	START_2	= 2;
    parameter   DATA_1  = 3;
    parameter   DATA_2  = 4;
    parameter   DATA_3  = 5;
    parameter   DATA_4  = 6;
    parameter   FINISH_1  = 7;
    parameter   FINISH_2  = 8;
    parameter   FINISH_3  = 9;
    parameter 	WIDTH=16;
    reg [3:0]           state = 0;
    reg [3:0]           bit_counter;
    reg [(WIDTH-1):0]   my_value;
    reg [15:0]          counter =0;
    reg sys_clk;
    reg data_out = 1;
    reg data_ready = 1'b0;
    reg clk_out = 1;
	reg busy_out;
    reg [31:0] fin_count = 0;
	parameter 	clk_in_rate_hz = 12_000_000;
	parameter	clk_pixel_rate_hz = 1_000_000;
	parameter 	clk_divider_count = (clk_in_rate_hz/clk_pixel_rate_hz)/2;
    parameter   clk_count = clk_divider_count[15:0];
	always @(posedge clk) begin
		if (counter < clk_count )
			begin
                if ((valid == 1) & (busy == 0))
                    begin
                    counter <= 0;
			        sys_clk <= ~sys_clk;
                    end
                else
                    counter <= counter + 1'b1;
			end
		else
            begin
			    counter <= 0;
			    sys_clk <= ~sys_clk;
			end
	end
	always @(posedge clk) begin
		if ((valid == 1) & (state == IDLE))
		begin
            my_value[15:8] <= value;
			my_value[7:0] <= pos;
			data_ready <= 1'b1;
		end
	    if (state != IDLE)
		    data_ready <= 1'b0;
	end
    always @(posedge clk) begin
		if (state != IDLE)
			busy_out <= 1'b1;
		else
            if(data_ready == 1)
                busy_out <= 1'b1;
            else
                begin 
                if (valid == 1)
                    busy_out <= 1'b1;
                else
                    busy_out <= 1'b0;
                end
	end
	always @(posedge sys_clk) begin
		case(state)
			IDLE:
				begin
                    data_out    <= 1;
                    clk_out     <= 1;
                    if (data_ready == 1)
                    begin
                        state <= START_1;
                    end
                end
            START_1:
				begin
                    state <= START_2;
                    data_out    <= 0;
                    clk_out     <= 1;
                    bit_counter <= 0;
                end
            START_2:
				begin
                    state <= DATA_1;
                    data_out    <= 0;
                    clk_out     <= 0;
                    if( my_value[7:0] == 8'b11111111)
                        bit_counter <= 8;
                    else
                        bit_counter <= 0;
                end
            DATA_1:
				begin
                    state <= DATA_2;
                    data_out <= my_value[bit_counter];
                    clk_out <= 0;
                end
            DATA_2:
				begin
                    state <= DATA_3;
                    data_out <= my_value[bit_counter];
                    clk_out <= 1;
                end
            DATA_3:
				begin
                    state <= DATA_4;
                    data_out <= my_value[bit_counter];
                    clk_out <= 1;
                end
            DATA_4:
				begin
                    if(bit_counter < 15)
                        begin
                        state <= DATA_1; 
                        bit_counter <= bit_counter + 1 ;
                        end
                    else
                        begin
                        state <= FINISH_1;
                        bit_counter <= 0;
                        end
                    data_out <= my_value[bit_counter];
                    clk_out <= 0;
                end
            FINISH_1:
				begin
                    data_out    <= 0;
                    clk_out     <= 0;
                    state <= FINISH_2;
                end
            FINISH_2:
				begin
                    data_out    <= 0;
                    clk_out     <= 1;
                    state <= FINISH_3;
                    fin_count <= 0;
                end
            FINISH_3:
                begin
                    data_out    <= 1;
                    clk_out     <= 1;
                    fin_count <= fin_count + 1;
                    if(fin_count < 128)
                        state <= FINISH_3;
                    else 
                        state <= IDLE;
                end
        endcase
    end
    assign d_out = data_out;
    assign d_clk = clk_out;
    assign busy = busy_out;
endmodule
```
==> metrics.csv <==
stage,metric,value,unit
run_status,status,"finished, final reports clean",
critical_path,WP data arrival,3.28,ns
job,max-cap violation count,0,
routing,total wire length,12070,um
layout,filler cell count,1664,
synthesis,Flops after synth,167,
layout,Commonest Layout Cell,edfxtp_1,
floorplan,Starting Density,41.37,%
synthesis,yosys synthesis chip area,0.007841,mm2
min_path,Hold EP,writepixels.my_value[10]$_DFFE_PP_,
synthesis,post-synthesis cell area,0.007841,mm2
timing,worst-margin pin slew,0.8850,ns
critical_path,worst-path fanout max,24,
layout,fin cells,1012,
min_path,Worst Min Path Start,value[2]$_SDFFCE_PP0P_,
clocking,number of buffers added for setup after CTS,0,
floorplan,core area,0.01896,mm2
clocking,cts hold-fix bufs,0,
critical_path,"reg-to-reg slack, setup",3.10,ns
timing,register pins left without a clock,42,
critical_path,CP required,6.38,ns
clocking,H-Tree Depth,4,
clocking,post-CTS sizing,0,
synthesis,Mean Syn Cell Area,11.04,um2
placed_design,port bufs,6,
power,leakage power,0.003204,uW
floorplan,I/O pin count,26,
clocking,CTS buffer count,17,
synthesis,count of cell types in the netlist,58,
timing,"Slew Viols, Final",0,
timing,setup_tns,0,ns
grt,largest net degree at the start of global routing,44,
floorplan,Die Span Y,142.0,um
grt,global route overflow,0,
placed_design,dpl cell area,0.008177,mm2
floorplan,Die Width,142.0,um
timing,Slew headroom,40.46,%
routing,DR pass1 iterations,4,
critical_path,Setup crit end kind,flop,
timing,endpoints left unconstrained,90,
timing,Final Skew,0.008806,ns
timing,post-route minimum period,3.000,ns
routing,Final ANT Viol Nets,0,
timing,Hold Fails Final Rpt,0,
layout,final instance area,0.008775,mm2
placed_design,dpl hpwl,8117,um
grt,antenna violations before repair,0,
clocking,Clock Tree Buf Depth,2,
min_path,hold depth,0,
min_path,hold crit path type,reg -> reg,
critical_path,reg2reg path depth,7,
floorplan,std cell rows,50,
grt,first-pass GRT wire length,21130,um
grt,GRT Overall Usage,13.30,%
placed_design,placed cells,980,
critical_path,CP startpoint kind,flop,
routing,# DRC,0,
clocking,Late-Pin Clk Latency,0.40,ns
timing,unrepaired setup endpoints after global routing,false,
clocking,CTS tree,built,
routing,n_diodes,0,
job,Log Warnings,34,
critical_path,reg-to-reg startpoint,system_state[1]$_DFFE_PP_,
routing,vias,4999,
timing,final setup fails,0,
clocking,Clock transition at path regs,0.06,ns
synthesis,main flop type,edfxtp_1,
grt,vias in the first global route,4700,
synthesis,Synth Seq Share,56.29,%
power,worst vdd ir,0.3920,mV
layout,top logic cells by instance count in the layout,"edfxtp_1, nor2_1, dfxtp_1",
layout,share of layout cells above drive strength 1,7.447,%
critical_path,crit path kind,reg -> reg,
routing,initial drt markers,213,
timing,Max Clk Rate,333.3,MHz
floorplan,chip area,0.02017,mm2
routing,Vias/cell,4.940,
synthesis,Async SR Flop Fraction,0,%
layout,Layout Utilization,46.29,%
layout,area growth from synthesis to layout,11.90,%
power,PD cells,297.5,mW/mm2
clocking,Root Driver,clkbuf_16,
synthesis,yosys warning tally,3,
synthesis,"EDFF count, synth",107,
routing,WL per Instance,11.93,um
synthesis,cell total in the yosys stat output,710,
synthesis,Mapped Cells,710,
placed_design,Final Wtd Congestion,0.8326,
timing,Final period util,49.18,%
-- per-layer routing --
metal  up-vias  wire, um  track usage (%)
li1       2541         -                -
met1      2367      5815            20.48
met2        81      5720            21.23
met3        10       391            2.570
met4         0       142            1.754
met5         -         0                0
-- cell usage after synthesis (all sizes together), types with 6 or more instances --
cell	n	share of area (%)
nor2	84	4.0
nand2	35	1.7
dfxtp	60	15
and3	14	1.1
xor2	37	4.1
nor2b	6	0.48
a21oi	15	0.96
nor3	10	0.64
inv	20	0.96
nor4	21	1.8
and4	10	1.2
o21ai	14	0.89
nand3	48	3.1
ha	16	2.6
buf	30	2.7
xnor2	47	5.2
clkbuf	12	0.57
nand2b	11	0.88
and2	37	3.0
nand4	27	2.3
edfxtp	107	41
-- through the flow --
stage               worst slack (ns)  power [uW]  hold slack (ns)
floorplan                      3.891        1529           0.3992
global placement               3.153        1618           0.4043
detailed placement             3.074        1632           0.4045
CTS                            3.088        2636           0.4144
global route                   2.770        2744           0.4234
finish                         3.100        2611           0.4134
-- cells by family (layout without fill, tap and decap cells) --
logic type | count (synthesis) | in the layout | share of synthesized area (%)
flops | 167 | 167 | 56.29
simple gates | 319 | 319 | 21.64
mux | 8 | 8 | 1.564
xor+xnor | 84 | 84 | 9.382
buf+inv | 62 | 66 | 4.276
fa+ha+maj | 16 | 16 | 2.553
other cells | 1 | 39 | 0.04782
compound gates | 53 | 53 | 4.245
-- report_power, final --
part           internal (uW)  total [uW]  switching (uW)  leakage [uW]
Combinational            159         393             234       0.00132
Clock                    640         992             352      0.000280
Sequential              1100        1230             130       0.00161
-- worst max-delay path: stages (launching register included) --
cell	delay, ns
edfxtp_1	0.45
ha_1	0.46
or2_1	0.37
nand2_1	0.15
inv_1	0.27
a21oi_1	0.64
mux2_2	0.40
a2bb2oi_1	0.13
-- how the worst max path moves through the flow --
| stage | start | end |
|---|---|---|
| global route | system_state[1]$_DFFE_PP_ | flop |
| finish | system_state[1]$_DFFE_PP_ | flop |
| CTS | system_state[1]$_DFFE_PP_ | flop |
-- final cells by class --
cell class | instances | area [um2] | share of cell area [%]
clock inverter | 15 | 172.7 | 1.968
inverter | 20 | 75.07 | 0.8556
multi-input combinational | 519 | 3242 | 36.95
tap | 260 | 325.3 | 3.707
clock buffer | 17 | 425.4 | 4.848
sequential | 167 | 4414 | 50.31
timing repair buffer | 14 | 120.1 | 1.369
-- registers in the layout, indices dropped and copies added, names as in the netlist, named ones only --
signal / cells
byte_count: 4
clk_counter: 32
pause_counter: 32
pos: 5
pps: 1
system_state: 2
valid: 1
value: 8
writepixels.bit_counter: 4
writepixels.busy_out: 1
writepixels.clk_out: 1
writepixels.counter: 16
writepixels.data_out: 1
writepixels.data_ready: 1
writepixels.fin_count: 32
writepixels.my_value: 13
writepixels.state: 4
writepixels.sys_clk: 1
Power is estimated from default activity; no workload was simulated.
