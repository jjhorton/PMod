File: config.mk
export PLATFORM = sky130hd
export DESIGN_NAME = clock_count
export DESIGN_NICKNAME = clock_count
export VERILOG_FILES = /design/flow/design.v
export SDC_FILE = /design/flow/constraint.sdc
export NUM_CORES = 4
export LEC_CHECK = 1
export CORE_UTILIZATION = 50
File: constraint.sdc
current_design clock_count

set clk_period 4.1
set clk_io_pct 0.2

create_clock -name clk0 -period $clk_period [get_ports {clk}]

set non_clock_inputs [all_inputs -no_clocks]
set_input_delay [expr $clk_period * $clk_io_pct] -clock clk0 $non_clock_inputs
set_output_delay [expr $clk_period * $clk_io_pct] -clock clk0 [all_outputs]
File: design.v
`default_nettype none
module txuart(i_clk, i_wr, i_data, o_uart_tx,o_busy);
	parameter	CLOCKS_PERBAUD = 217;
	input	wire		i_clk;
	input	wire		i_wr;
	input 	wire	[7:0]	i_data;
	output	wire		o_uart_tx;
	output	reg		o_busy;
	localparam [3:0] START 	= 4'h0,
		LAST		= 4'h8,
		IDLE		= 4'hf;
	reg	[31:0]	counter;
	reg	[3:0]	state;
	reg	[8:0] 	lcl_data;
	reg		baud_stb;
	initial o_busy = 1'b0;
	initial state  =  IDLE;
	always @(posedge i_clk)
		if((i_wr)&&(!o_busy))
			{ o_busy , state } <= { 1'b1 , START };
		else if (baud_stb)
		begin
			if (state == IDLE)  
				{ o_busy, state } <= { 1'b0, IDLE };
			else if (state < LAST) begin
				o_busy <= 1'b1;
				state <= state + 1;
			end else  
				{ o_busy, state } <= {1'b1, IDLE};
		end
	initial lcl_data = 9'h1ff;
	always @(posedge i_clk)
		if ((i_wr)&&(!o_busy))
			lcl_data <= { i_data, 1'b0 };
		else if (baud_stb)
			lcl_data <= { 1'b1, lcl_data[8:1] };
	assign o_uart_tx = lcl_data[0];
	initial baud_stb = 1'b1;
	initial counter = 0;
	always @(posedge i_clk)
		if ((i_wr)&&(!o_busy))
		begin
			counter <= CLOCKS_PERBAUD - 1'b1;
			baud_stb <= 1'b0;
		end else if(!baud_stb)
		begin
			counter <= counter - 1'b1;
			baud_stb <= (counter == 32'h01);
		end else if (state != IDLE)
		begin
			counter <= CLOCKS_PERBAUD - 1'b1;
			baud_stb <= 1'b0;
		end
endmodule
module clock_count(clk, in_tx, in_rx, pmod_tx, pmod_rx, pps, ledr, ledg);
	input clk;
	input in_rx;
	output in_tx;
	input pmod_rx;
	output pmod_tx;
	input pps;
	output ledr;
	output ledg;
	parameter 	CLOCK_RATE_HZ = 32'd12_000_000;
	parameter 	BAUD_RATE = 32'd115_200;
	parameter 	CLK_PERBAUD = (CLOCK_RATE_HZ/BAUD_RATE);
	parameter 	CLOCK_PER_SECOND=CLOCK_RATE_HZ;
	parameter 	WIDTH=32;
	reg last_pps;
	reg [(WIDTH-1):0] clock_counter;
	reg [(WIDTH-1):0] clock_error;
	reg data_valid;
	always @(posedge clk)
	begin
		last_pps <= pps;
		if ((last_pps== 1'b0) && (pps== 1'b1)) 
		begin
			clock_error <= clock_counter - CLOCK_PER_SECOND;
			data_valid <= 1'b1;
			clock_counter <= 0;
		end
		else
		begin
			clock_counter <= clock_counter + 1'b1;
			data_valid <= 1'b0;
		end
	end
	assign ledg = 1'b1;
	assign pmod_tx = in_rx;
	assign ledr = !pps;
	reg [7:0] error_char;
	reg uart_busy;
	reg tx_stb;
	always @(posedge clk)
	begin
		tx_stb <= data_valid;
		if (data_valid==1'b1)
		begin
			error_char[7] <= clock_error[(WIDTH-1)];
			error_char[6:0] <= clock_error[6:0]; 
		end
	end
	txuart #(CLK_PERBAUD) transmitter(clk, tx_stb, error_char, in_tx, uart_busy);
endmodule
File: run.sh
#!/bin/bash
# OpenROAD 26Q1-2900-gdf79404cd8, Yosys 0.63+post, stock flow scripts
make -C /OpenROAD-flow-scripts/flow DESIGN_CONFIG=/design/flow/config.mk WORK_HOME=/design/flow/orfs finish
==> Slide: Implementation Results <==
Key Metrics from the Run

Status
  • Status: complete, no violations

Synth
  • Top_reg_cell synth: dfxtp_1
  • Chip area in the Yosys report: 4420 um^2
  • Synth async-reset ratio: 0
  • EDFF count, synth: 24
  • Post-synth seq share: 0.498
  • Top cell type's share of synthesized area: 0.335
  • Cells after Synth: 470
  • Top cells, area: dfxtp_1, edfxtp_1, nand2_1
  • Mapped cell area: 4420 um^2
  • Avg Inst Size Synth: 9.41 um^2
  • Ys Warns: 2
  • Synth unique cells: 53
  • Largest area contributor in the netlist: dfxtp_1
  • Synth Register Bits: 98
  • Yosys stat cell total: 470
  • Top cells by count: dfxtp_1, nand2_1, nor2_1
  • Count leader, synth: dfxtp_1

Flow run
  • Log Warnings: 27
  • Maxcap violations: 0

Route
  • Detail Route Antenna Nets: 0
  • DR WL/cell: 14.4 um
  • Antenna diodes: 0
  • Initial drt markers: 115
  • Detailed-route vias per instance: 5.82
  • Via Count: 3378
  • Drt total wl: 8360 um
  • TritonRoute pass-1 iters: 4
  • Remaining DRCs: 0

Floorplanning
  • Chip area: 9220 um^2
  • Core ar.: 8380 um^2
  • IO Count: 8
  • Site Rows: 33
  • Die Y: 96.0 um
  • Die width: 96.0 um
  • FP Util: 0.528

CTS
  • Worst skew pair latency: 0.36 ns
  • Sink Count: 98
  • Hold Buf Count CTS: 0
  • Deepest clock path buffer count: 2
  • Resized Gates After CTS: 0
  • CTS tree: built
  • H-tree Lvls: 3
  • Num CTS Buffers: 9
  • CTS Root Cell: clkbuf_8
  • Worst-path clk slew: 0.11 ns
  • Post-CTS Setup Bufs: 0

STA
  • RSZ-0062 raised after global routing: no
  • Fin crit period: 2.63 ns
  • Final Cycle Share: 0.640
  • Total negative slack: 0 ns
  • Fmax: 381 MHz
  • Worst-margin pin slew: 0.891 ns
  • Slew Viols, Final: 0
  • Final Worst Setup Slack: 1.47 ns
  • Final hold viol count: 0
  • Final hold slack: 0.419 ns
  • # setup viols final: 0
  • Relative slew slack: 0.406
  • Fin Clk Skew: 0.0108 ns

Cells and area
  • Share of cells above drive strength 1: 0.0926
  • Register area: 2200 um^2
  • Layout Area Growth over Synthesis: 8.18%
  • Util after Layout: 0.571
  • Comb area: 2100 um^2
  • Design area: 4780 um^2
  • Filler cells: 731

Worst setup path
  • Critical path type: flip-flop to flip-flop
  • Max stage delay cell, worst path: or4b_4
  • CP most frequent cell: or4_1
  • Arrival time worst endpoint: 2.89 ns
  • CP Cell Sequence: or4_1, or4b_4, or4_1, a32o_1
  • Critical Path RT: 4.37 ns
  • Crit end category: flip-flop
  • Top delay family on crit path: simple AND/OR/NAND/NOR gates
  • Crit-path max cell delay: 0.70 ns
  • Reg-to-reg slack, setup: 1.47 ns
  • Critical path launch point type: flip-flop
  • WP buf/inv: 0
  • CP max FO: 21

Global routing
  • Largest net degree at the start of global routing: 34
  • Vias in the first global route: 2972
  • GRT Resource Usage Total: 0.199
  • GR Overflow Total: 0
  • First-pass GRT wire length: 13900 um
  • Initial antenna violation count: 0

Power
  • Peak VDD IR: 0.000210 V
  • Power per Cell Area: 572 nW/um^2
  • Leakage power: 1.80 nW

Place
  • Dpl cell area: 4550 um^2
  • HPWL Detailed: 5470 um
  • GPL Wtd Cong: 0.840
  • DP Worst Slack: 1.38 ns
  • IO buf count: 3

Worst hold path
  • Hold Path Class: flip-flop to flip-flop
==> worst register-to-register path, delay by kind of cell (launching register included) <==
family             cells  cell delay [ns]
and+or+nand+nor        3             1.93
DFF                    1             0.35
AOI/OAI and AO/OA      1             0.26
==> layer usage <==
layer  vias to the layer above  share of wire  global-route usage
met1                      1565           0.51               0.329
met3                        16          0.025              0.0241
li1                       1761              -                   -
met5                         -              0                   0
met4                         0          0.019              0.0323
met2                        36           0.44               0.300
==> stage by stage <==
step / std cells / power [mW]
detailed placement: 564 / 2.04
global route: 580 / 2.93
floorplan: 470 / 1.88
CTS: 580 / 2.76
finish: 580 / 2.74
global placement: 564 / 2.02
==> layout make-up <==
| cell class | count | area share |
|---|---|---|
| Clock inverter | 7 | 0.0225 |
| Tap cell | 105 | 0.0275 |
| Multi-Input combinational cell | 343 | 0.439 |
| Timing Repair Buffer | 11 | 0.0188 |
| Clock buffer | 9 | 0.0259 |
| Inverter | 7 | 0.00549 |
| Sequential cell | 98 | 0.460 |
==> sequential cells by signal, indices dropped and copies added, names as in the netlist <==
signal / count
clock_error: 8
transmitter.lcl_data: 9
transmitter.state: 4
last_pps: 1
transmitter.counter: 32
tx_stb: 1
transmitter.o_busy: 1
error_char: 8
clock_counter: 32
transmitter.baud_stb: 1
data_valid: 1
==> worst paths after layout <==
kind	end	cells past startpoint	from
setup / recovery	transmitter.counter[29]	4	transmitter.counter[4]
hold / removal	error_char[2]	0	clock_error[2]
setup reg to reg	transmitter.counter[29]	4	transmitter.counter[4]
hold reg to reg	error_char[2]	0	clock_error[2]
==> power breakdown <==
group	switching, mW	total, mW	internal, mW
clock	0.359	0.716	0.357
combinational	0.400	0.692	0.292
sequential	0.157	1.33	1.17
==> cells in the final DEF, fill, tap and decap left out, drive strengths merged, types with 2 or more instances in the layout <==
cell type      synthesis  layout
dfxtp                 74      74
nand2                 61      61
nor2                  35      35
edfxtp                24      24
a21oi                 22      22
nor4                  22      22
nand4                 17      17
o21ai                 16      16
or4                   15      15
mux2i                 14      14
nor3                  12      12
xnor2                 12      12
or2                   12      12
nand2b                11      11
inv                    7      11
or3                   10      10
nand3                  9       9
clkbuf                16       9
a31oi                  8       8
o311ai                 8       8
buf                    6       8
a41o                   7       7
and3                   5       5
o31ai                  5       5
and2                   4       4
ha                     4       4
xor2                   3       3
o41ai                  3       3
clkdlybuf4s50          0       3
or4b                   3       3
and4                   2       2
o21a                   2       2
a32o                   2       2
o22ai                  2       2
mux2                   2       2
bufinv                 0       2
nor2b                  2       2
==> cell families after synthesis <==
group	after synthesis	share of synthesized area
buf+inv	29	0.0286
simple gates	223	0.265
xor+xnor	15	0.0297
fa+ha+maj	4	0.0113
other cells	1	0.000848
flops	98	0.498
mux	16	0.0368
compound gates	84	0.129
Power is estimated from default activity; no workload was simulated.
