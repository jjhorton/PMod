File: design/flow/config.mk
export PLATFORM = sky130hd
export DESIGN_NAME = writepixel
export DESIGN_NICKNAME = writepixel
export VERILOG_FILES = /design/flow/design.v
export SDC_FILE = /design/flow/constraint.sdc
export NUM_CORES = 4
export LEC_CHECK = 1
export CORE_UTILIZATION = 40
File: design/flow/constraint.sdc
current_design writepixel

set clk_period 7.3
set clk_io_pct 0.2

create_clock -name clk0 -period $clk_period [get_ports {clk}]

set non_clock_inputs [all_inputs -no_clocks]
set_input_delay [expr $clk_period * $clk_io_pct] -clock clk0 $non_clock_inputs
set_output_delay [expr $clk_period * $clk_io_pct] -clock clk0 [all_outputs]
File: design/flow/design.v
module writepixel(
	clk, valid,
	pixel_r, pixel_g, pixel_b,
	d_out, busy);
	input 	 	clk;
	input 	 	valid;
	input 	    [7:0]	pixel_r;
	input 		[7:0]	pixel_g;
	input 		[7:0]	pixel_b;
	output 	    reg    d_out;
	output		reg    busy;
	reg [2:0] state = 0;
	reg [31:0] counter =0;
	reg [4:0] count_bit = 0;
	reg [23:0] my_value = 0;
	reg pixel_clk = 0;
	reg data_out = 0;
	reg busy_out = 0;
	parameter 	IDLE 	= 0;
	parameter 	STATE1	= 1;
	parameter 	STATE2	= 2;
	parameter 	STATE3	= 3;
	parameter 	STATE4	= 4;
	parameter 	clk_in_rate_hz = 12_000_000;
	parameter	clk_pixel_rate_hz = 12_000_000;
	parameter 	clk_divider_count = clk_in_rate_hz/(clk_pixel_rate_hz);
	always @(posedge clk) begin
		if (counter == clk_divider_count)
			begin
			counter <= 0;
			pixel_clk <= ~pixel_clk;
			end
		else
		    begin
			counter <= counter + 1'b1;
			end
	end
	reg data_ready = 0;
	always @(posedge clk) begin
		if (valid == 1)
		begin
			my_value[23:16] <= pixel_g;
			my_value[15:8] <= pixel_r;
			my_value[7:0] <= pixel_b;
			data_ready <= 1'b1;
		end
		if (busy)
			data_ready <= 1'b0;
	end
	always @(posedge clk) begin
		if (state != IDLE)
			busy_out <= 1'b1;
		else
			busy_out <= 1'b0;
        d_out <= data_out;
		busy <= busy_out;
	end
	always @(posedge pixel_clk) begin
		case(state)
			IDLE:
				begin
					if (data_ready == 1)
						state <= STATE1;
						count_bit <= 24;
				end
			STATE1:
				begin
					data_out <= 1'b1;
					state <= STATE2;
					count_bit <= count_bit - 1;
				end
			STATE2:
				begin
					data_out <= my_value[count_bit];
					state <= STATE3;
				end
			STATE3:
				begin
					data_out <= my_value[count_bit];
					state <= STATE4;
				end
			STATE4:
				begin
					data_out <= 1'b0;
					if(count_bit == 0)
						state <= IDLE;
					else
						state <= STATE1;
				end
			endcase
		end
endmodule
File: design/flow/run.sh
#!/bin/bash
# OpenROAD 26Q1-2900-gdf79404cd8, Yosys 0.63+post, stock flow scripts
make -C /OpenROAD-flow-scripts/flow DESIGN_CONFIG=/design/flow/config.mk WORK_HOME=/design/flow/orfs finish
==> out/metrics.csv <==
metric;value;unit
post-synthesis cell type with the largest instance count;dfxtp_1;
crit path max fanout;2;
Top cell area share;0.353;
synth warn;1;
Seq share, synth;0.602;
worst slew pin tran;0.686;ns
Highest Clock Rate;0.385;GHz
ratio of cells with drive above 1 in the final layout;0.0738;
average wire per standard cell;12.4;µm
family with the most delay on the worst path;buffers and inverters;
final hold viol count;0;
Die W;87.1;µm
CTS H-Tree Depth;3;
area grow syn2layout;20.5;%
ys flop type;dfxtp_1;
Rel. slew slack;0.543;
mux contribution to synthesized area;0.0618;
DR vias/cell;4.89;
first-pass GRT wire length;7940;µm
CTS Buf Count;9;
static leakage;1.18;nW
Yosys Instances;233;
Setup Viol. Count Final;0;
outcome;finished clean;
Synth area leader;edfxtp_1;
slowest cell on the critical path;clkdlybuf4s50_1;
initial DRC count;43;
grt ovf;0;
Post-CTS Setup Inserts;0;
Max VDD drop;119;µV
Distinct cells, synth;34;
Top cells by area;edfxtp_1, dfxtp_1, xnor2_1;
Core ar.;6910;µm²
XOR/XNOR share of the synthesized area;0.103;
DRC;0;
GRT Util Overall;0.141;
antenna cells;0;
RSZ-0062 raised after global routing;false;
num rows;30;
setup TNS;0;ns
Pre-antenna DRT Iters;4;
largest net degree at the start of global routing;26;
initial antenna violation count;0;
pins over their slew limit;0;
worst hold slack;0.328;ns
Worst setup EP type;primary output;
clock transition at the registers of the reported paths;0.07;ns
CTS tree;yes;
fp util;0.419;
Syn Inst Count;233;
OpenROAD warning count;26;
port bufs;27;
min-delay worst type;register to register;
part of the cycle the worst path needs;0.356;
Final min period;2.60;ns
Chip Height;87.1;µm
Worst-Skew Late Latency;0.33;ns
Synth Area in Simple Gates;0.177;
worst-path cell chain;clkdlybuf4s50_1;
Layout Skew;0.00643;ns
most instantiated cells after synthesis;dfxtp_1, edfxtp_1, xnor2_1, nand4_1, nor2_1;
Required @ worst endpoint;5.84;ns
HPWL after DPL;2940;µm
Pwr Density;213;nW/µm²
EDFF count, synth;34;
fa+ha+maj area frac;0.0130;
global placer's final weighted congestion;0.765;
Crit Path Class;register to primary output;
CP peak stage delay;0.46;ns
final WL;4560;µm
post-cts hold-fix buffer tally;0;
CP Launch Type;register;
arrival time worst endpoint;1.14;ns
chip area;7580;µm²
Compound-Gate Fraction of Synth Area;0.0151;
Mean Syn Cell Area;12.4;µm²
vias in the first global route;1704;
worst path bufs/invs;1;
post-cts sizing count;0;
boundary pin count;28;
flops out of synthesis;70;
synthesized cell area;2890;µm²
max cap viols;0;
buffer depth of the longest clock path;2;
FFs w/ async S/R, synth;0;
Detail Route Antenna Nets;0;
register pins left without a clock;9;
vias post-DR;1794;
yosys stat area;2890;µm²
Top logic family;simple AND/OR/NAND/NOR gates;
endpoints left unconstrained;20;
Root Buffer;clkbuf_8;
-- metrics by stage --
step | area [µm²] | power (W) | cells | util | setup slack [ns]
3_3_place_gp | 3260 | 0.000398 | 351 | 0.472 | 4.75
5_1_grt | 3490 | 0.000770 | 367 | 0.505 | 4.63
2_1_floorplan | 2890 | 0.000381 | 233 | - | 5.56
3_5_place_dp | 3260 | 0.000399 | 351 | 0.472 | 4.74
4_1_cts | 3490 | 0.000750 | 367 | 0.505 | 4.67
6_report | 3490 | 0.000742 | 367 | 0.505 | 4.70
-- final cells by class --
cell class / instances / area [µm²]
Fill cell: 618 / 3420
Sequential cell: 70 / 1740
Multi-Input combinational cell: 146 / 1070
Timing Repair Buffer: 30 / 293
Clock buffer: 11 / 131
Tap cell: 96 / 120
Clock inverter: 5 / 98.8
Inverter: 9 / 33.8
-- report_power, final --
group | leakage, nW | switching (W) | internal [W]
registers | 0.619 | 0.00000221 | 0.000366
clock network | 0.115 | 0.000125 | 0.000225
logic | 0.449 | 0.00000589 | 0.0000164
-- sequential cells by signal, indices dropped and copies added (netlist names) --
register    cells
d_out           1
counter        32
busy_out        1
state           3
data_ready      1
count_bit       5
pixel_clk       1
busy            1
my_value       24
data_out        1
-- placed cells by master (no fill, tap or decap), types with 3 or more instances in the layout --
cell type,n
clkdlybuf4s50_1,27
nor2_1,17
nand4_1,18
nor4_1,7
inv_1,9
and3_1,6
mux4_1,4
nand3_1,11
nor3_1,5
bufinv_16,3
nand2_1,10
buf_4,3
xnor2_1,32
dfxtp_1,36
mux2i_1,4
edfxtp_1,34
ha_1,3
clkbuf_8,9
and2_1,6
-- routing by layer --
layer  track usage  share of wire  vias up
met1         0.255           0.52      837
met5             0              0        -
li1              -              -      914
met2         0.180           0.42       35
met4        0.0273          0.014        0
met3        0.0404          0.041        8
-- final timing paths --
check / startpoint / endpoint / slack, ns / cells after the start
max: busy$_DFF_P_ / busy / 4.70 / 1
min: busy_out$_DFF_P_ / busy$_DFF_P_ / 0.33 / 0
max reg2reg: counter[6]$_SDFF_PN0_ / counter[31]$_SDFF_PN0_ / 5.50 / 4
min reg2reg: busy_out$_DFF_P_ / busy$_DFF_P_ / 0.33 / 0
-- cell families (layout without fill, tap and decap cells) --
group           after synthesis  count (layout)
buf+inv                      17              55
fa+ha+maj                     3               3
flops                        70              70
xor+xnor                     34              34
mux                          10              10
simple gates                 93              93
compound gates                6               6
Power and IR drop assume default switching activity.
